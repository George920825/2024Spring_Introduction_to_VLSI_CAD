**design/flow/run.sh**
```bash
#!/bin/bash
# OpenROAD 26Q1-2900-gdf79404cd8, Yosys 0.63+post, stock flow scripts
make -C /OpenROAD-flow-scripts/flow DESIGN_CONFIG=/design/flow/config.mk WORK_HOME=/design/flow/orfs finish
```
**design/flow/config.mk**
```make
export PLATFORM = sky130hd
export DESIGN_NAME = regfile_sipo
export DESIGN_NICKNAME = regfile_sipo
export VERILOG_FILES = /design/flow/design.v
export SDC_FILE = /design/flow/constraint.sdc
export NUM_CORES = 4
export LEC_CHECK = 1
export CORE_UTILIZATION = 30
```
**design/flow/constraint.sdc**
```tcl
current_design regfile_sipo

set clk_period 2.7
set clk_io_pct 0.2

create_clock -name clk0 -period $clk_period [get_ports {clk}]

set non_clock_inputs [all_inputs -no_clocks]
set_input_delay [expr $clk_period * $clk_io_pct] -clock clk0 $non_clock_inputs
set_output_delay [expr $clk_period * $clk_io_pct] -clock clk0 [all_outputs]
```
**design/flow/design.v**
```verilog
`timescale 1ns/10ps
module regfile_sipo(clk, rst, reg_enable, reg_write, src_addr,
				write_addr, write_data, src1, src2, src3, src4, src5);
input clk;
input rst;
input reg_enable;
input reg_write;
input [7-1:0] src_addr;
input [7-1:0] write_addr;
input [32-1:0] write_data;
output [32-1:0] src1;
output [32-1:0] src2;
output [32-1:0] src3;
output [32-1:0] src4;
output [32-1:0] src5;
reg [32-1:0] src1;
reg [32-1:0] src2;
reg [32-1:0] src3;
reg [32-1:0] src4;
reg [32-1:0] src5;
reg [32-1:0] R [128-1:0];
integer i;
always@(posedge clk or posedge rst) begin
	if(rst) begin
		src1 <= 32'b0;
		src2 <= 32'b0;
		src3 <= 32'b0;
		src4 <= 32'b0;
		src5 <= 32'b0;
		for (i=0; i<128; i=i+1) begin
			R[i] <= 32'b0;
		end
	end
	else if(reg_enable == 1'b1) begin
		if(reg_write == 1'b1) begin
			R[write_addr] <= write_data;
		end
		else begin
			src1 <= R[src_addr];
			src2 <= R[src_addr+7'd1];
			src3 <= R[src_addr+7'd2];
			src4 <= R[src_addr+7'd3];
			src5 <= R[src_addr+7'd4];
		end
	end
	else begin
		src1 <= 32'b0;
		src2 <= 32'b0;
		src3 <= 32'b0;
		src4 <= 32'b0;
		src5 <= 32'b0;
	end
end
endmodule
```
==> run summary <==
Yosys Chip Area: 287000 um^2
Port Buffers: 209
Tool error: [ERROR GRT-0116] Global routing finished with congestion. Check the congestion regions in the DRC Viewer.
Ys Warns: 2
EDFF count, synth: 0
Cell count after placement: 50100
Synth top cell by count: a22oi_1
Async S/R FF share, synth: 1.00
Root Buffer: clkbuf_16
First-pass GRT wire length: 7140 mm
CTS buffer count: 575
Die Span Y: 980 um
Hpwl dp: 4610 mm
Yosys cell count: 28700
Vias in the first global route: 509000
Area share, top type: 0.371
Post-synth area hogs: dfrtp_1 37%, mux2_2 16%, a22oi_1 13%, a22o_1 4.7%, a221oi_1 4.3%
Clk buf depth: 5
Seq share, synth: 0.371
RD Place Congestion: 1.79
Global route overflow: 175000
Initial Util: 0.301
Synth top cells by count: 4964 x a22oi_1, 4256 x dfrtp_1, 4129 x mux2_2
Area leader, netlist: dfrtp_1
Largest net degree at the start of global routing: 129
Post-Synthesis Cell Area: 287000 um^2
FP Rows: 358
Fail Step: global routing
Cells after Synth: 28700
CTS Sinks: 4256
Chip width: 980 um
CTS H-tree depth: 6
Synth unique cells: 120
Commonest flop: dfrtp_1
Status: did not finish
Post-synth regs: 4256
Syn avg cell area: 9.99 um^2
# IOs: 210
GR Util All Layers: 1.21
-- cell families after synthesis --
family | after synthesis | synth area share
muxes | 4293 | 0.168
and+or+nand+nor | 5759 | 0.108
DFF | 4256 | 0.371
AOI/OAI and AO/OA | 11000 | 0.303
buffers and inverters | 3380 | 0.0485
xor gates and xnor gates | 22 | 0.000890
adders and majority gates | 2 | 0.0000872
-- per-layer routing --
layer / overflow / GRT usage
met3: 19900 / 1.05
met1: 33300 / 1.13
met4: 18200 / 1.12
met5: 1696 / 0.974
met2: 102000 / 1.50
-- repair_timing --
item / CTS
hold buffers: 6
gates resized: 1179
pin swaps: 336
endpoints found under the hold margin: 56
buffers inserted: 503
endpoints found under the setup margin: 951
cloned: 11
-- stage by stage --
step           hold slack, ns  power, mW  instance area, um^2  setup WS (ns)  setup TNS [ns]
2_1_floorplan           0.424       79.6               287000         -57.16               -
3_3_place_gp            0.479        116               424000          -4.26        -4415.85
3_5_place_dp            0.479        115               424000          -3.36        -4376.86
4_1_cts                0.0198        201               455000         -0.870         -214.49
Power and IR drop assume default switching activity.
